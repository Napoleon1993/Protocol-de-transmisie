`flow/config.mk`:
```
export PLATFORM = sky130hd
export DESIGN_NAME = Top_module
export DESIGN_NICKNAME = Top_module
export VERILOG_FILES = /design/flow/design.v
export SDC_FILE = /design/flow/constraint.sdc
export NUM_CORES = 4
export LEC_CHECK = 1
export CORE_AREA = 10 10 84 84
export DIE_AREA = 0 0 94 94
```
`flow/constraint.sdc`:
```
current_design Top_module

set clk_period 2.1
set clk_io_pct 0.2

create_clock -name clk0 -period $clk_period [get_ports {Ceas}]

set non_clock_inputs [all_inputs -no_clocks]
set_input_delay [expr $clk_period * $clk_io_pct] -clock clk0 $non_clock_inputs
set_output_delay [expr $clk_period * $clk_io_pct] -clock clk0 [all_outputs]
```
`flow/design.v`:
```
`timescale 1ns / 1ps
module CIRC_GEN_PARITI(Data , paritate);
	input [7:0]Data;
	output paritate;
	assign paritate = Data[7] ^ Data[6] ^ Data[5] ^ Data[4] ^ Data[3] ^ Data[2] ^ Data[1] ^ Data[0];			 
endmodule
`timescale 1ns / 1ps
module Counter(CE , CLK , CLR, Semnal);
input CE,CLK,CLR;
reg [3:0]Count = 4'b0001;
output reg Semnal;
always @(posedge CLK)
	begin
		Semnal = 1'b0;															 
		if(CLR == 1'b1)														 
			begin
				Count = 4'b0001;
				Semnal = 1'b0;
			end
		else
				if(CE == 1'b1)														 
					begin
						Count = Count + 1'b1;
						if(Count == 4'b1011)											 
							Semnal = 1'b1;	
					end
	end
endmodule
`timescale 1ns / 1ps
module Flip_Flop_FDCE(CLK,CE,ReSet,Q);
input CLK,CE,ReSet;
output reg Q;
always@(posedge CLK)
	begin
		if(ReSet == 1'b1)
			Q = 1'b0;
		else if(CE == 1'b1)
			Q = 1'b1;
	end
endmodule
`timescale 1ns / 1ps
module Flip_Flop_FDRSE(Set , ReSet , CE , CLK , Q , D);
input Set , ReSet , CE , CLK , D ;
output reg Q;
always @(posedge CLK)
	begin
		if(ReSet == 1)
			Q = 1'b0;
		else if(Set == 1)
			Q = 1'b1;
		else if(CE == 1)
			Q = D;
	end
endmodule
`timescale 1ns / 1ps
module H2(START , CLK , RESET , TXRDY , INCARCA , DEPL , NUM12);
input START , CLK , RESET , NUM12;
output reg TXRDY , INCARCA , DEPL;
reg [2:0]stareCurenta = 3'b000;
reg [2:0]stareUrmatoare = 3'b000;
always @(posedge CLK)
	begin
		INCARCA = 1'b0;
		TXRDY = 1'b0;
		DEPL = 1'b0;
		if(RESET == 1'b1)
			stareCurenta = 3'b000;
		if(stareCurenta == 3'b000)
			if(START == 1'b0)
				begin
					stareUrmatoare = stareUrmatoare + 1;
				end
		if(stareCurenta == 3'b0001)
			begin
				INCARCA = 1'b1;
				stareUrmatoare = stareUrmatoare+2;
			end
		if(stareCurenta == 3'b011)
			begin
				DEPL = 1'b1;
				stareUrmatoare = stareUrmatoare + 1;
			end
		if(stareCurenta == 3'b100)
			if(NUM12 == 1'b1)
				begin
					TXRDY = 1'b1;
					stareUrmatoare = stareUrmatoare + 1;
				end
			else 
				DEPL = 1'b1;
		if(stareCurenta == 3'b101)
			if(TXRDY == 1'b1)
				stareUrmatoare = 3'b000;
		stareCurenta = stareUrmatoare;
	end
endmodule
`timescale 1ns / 1ps
module Top_module(Start , Reset , Ceas , Date_seriale , Gata_operatie , date , r1 , r2 , or2 , Incarca
    );
input Start , Reset , Ceas;
input [7:0]date;
output Date_seriale; 
output Gata_operatie , r1 , r2 , or2  , Incarca;
wire TxRdy  , Num12 , a1 , a2 , p , Q , or22 , Depl;
H2 h2(Start , Ceas , Reset , TxRdy , Incarca , Depl , Num12);
CIRC_GEN_PARITI paritate(date , p);										 
and A1(a1 , Incarca , p);
and A2(a2 , Incarca , ~p);
Flip_Flop_FDRSE fdrse1(a1 , a2 , Depl , Ceas , Q1 , 1'b1);
or Or2(or2 , Incarca , Depl);
x74_194 R1(Q1 , date[0] , date[1] , date[2] , date[3] , Incarca , or2 , Ceas , ~Reset , r1);
x74_194 R2(r1 , date[4] , date[5] , date[6] , date[7] , Incarca , or2 , Ceas , ~Reset , r2);
Flip_Flop_FDRSE fdrse2(Reset , Incarca , Depl , Ceas , Date_seriale , r2);
or Or22(or22 , Reset , Gata_operatie);
Counter c1(Depl , Ceas , or22 , Num12);
Flip_Flop_FDCE fdce(Ceas, TxRdy ,Reset , Gata_operatie);
endmodule
`timescale 1ns / 1ps
module x74_194(SLI , D , C , B , A , S0 , S1 , CLK , CLR , out);
input SLI,A,B,C,D,S0,S1,CLK,CLR;
output reg out;
reg[3:0] Q;
always @(posedge CLK)
	begin
		if(CLR == 1'b0)
			begin
				Q = 4'b0000;
			end
		else if (S0 == 1'b1 && S1 == 1'b1)							 
			begin
				Q = {A,B,C,D};
			end
		else if (S0 == 1'b0 && S1 == 1'b1)							 
			begin
				Q = Q << 1'b1;
				Q[0] = SLI;
			end
		else if (S0 == 1'b1 && S1 == 1'b0) 							 
			begin 
				Q = Q >> 1'b1;
				Q[3] = SLI;
			end
		out = Q[3];
	end
endmodule
```
`flow/run.sh`:
```
#!/bin/bash
# OpenROAD 26Q1-2900-gdf79404cd8, Yosys 0.63+post, stock flow scripts
make -C /OpenROAD-flow-scripts/flow DESIGN_CONFIG=/design/flow/config.mk WORK_HOME=/design/flow/orfs finish
```
==> impl_metrics.env <==
# physical design summary
export IMPL_whs_ps=439.7
export IMPL_syn_cell_area_mm2=0.001110
export IMPL_yosys_cell_types_count=31
export IMPL_cts_tree="done"
export IMPL_synth_yosys_num_cells=128
export IMPL_final_setup_tns_ps=0
export IMPL_ys_dominant_reg_cell="dfxtp_1"
export IMPL_fp_utilization_pct=21.32
export IMPL_cp_start_kind="register"
export IMPL_grt_max_degree=21
export IMPL_most_common_cell="nor2_1"
export IMPL_timing_final_setup_violations=0
export IMPL_areaGrowthSynthToFinish_pct=25.82
export IMPL_grt_antenna_before_repair=0
export IMPL_synth_warning_count=6
export IMPL_cp_data_arrival_time_ps=1290
export IMPL_fp_coreArea_mm2=0.005205
export IMPL_post_route_period_util_pct=81.61
export IMPL_worst_slew_pin_slew_ps=378.9
export IMPL_stage_log_warnings=27
export IMPL_placement_rows=26
export IMPL_timing_final_hold_violations=0
export IMPL_max_cap_violations=0
export IMPL_worst_r2r_setup_slack_ps=500
export IMPL_via_count_of_the_first_global_routing_pass=823
export IMPL_dieHeight_um=94
export IMPL_final_layout_size_suffix_gt1_share_pct=9.091
export IMPL_power_uw=1416
export IMPL_track_usage_pct=4.828
export IMPL_detail_route_first_pass_iterations=4
export IMPL_gpl_final_weighted_congestion=0.7937
export IMPL_ys_async_sr_fraction_pct=0
export IMPL_synth_top_cells_by_area="dfxtp_1 (40%), nor2_1 (8.1%), mux2i_1 (7.2%)"
export IMPL_synth_top_cell_area_share_pct=39.68
export IMPL_detail_route_wl_per_cell_um=10.08
export IMPL_crit_fanout=20
export IMPL_ys_area_mm2=0.001110
export IMPL_grt_ovfl_total=0
export IMPL_power_density_mw_per_mm2=1014
export IMPL_die_area_mm2=0.008836
export IMPL_cts_repair_resize_count=0
export IMPL_cellLeakagePower_uw=0.0005109
export IMPL_clock_sink_count=22
export IMPL_insertedDiodeCount=0
export IMPL_h_tree_depth=1
export IMPL_grt_first_pass_wirelength_mm=3.615
export IMPL_final_antenna_net_count=0
export IMPL_period_minus_slack_ps=1714
export IMPL_worst_clock_skew_ps=2.795
export IMPL_worst_case_setup_slack_after_placement_ps=197.8
export IMPL_buffer_ports_inserted=16
export IMPL_synth_avg_cell_area_um2=8.670
export IMPL_routed_wirelength_mm=2.146
export IMPL_detailedRoute_firstIterationViolations=40
export IMPL_syn_inst=128
export IMPL_common_cells="nor2_1 (24), dfxtp_1 (22), a21oi_1 (11)"
export IMPL_ys_flops=22
export IMPL_clk_root_buffer_cell="clkbuf_8"
export IMPL_dr_total_vias=875
export IMPL_postCtsSetupBuffers=0
export IMPL_fmax_mhz=583.5
export IMPL_timing_slew_headroom_pct=74.42
export IMPL_worst_path_class_setup="reg2out"
export IMPL_synthDominantAreaCellType="dfxtp_1"
export IMPL_cts_hold_repair_buffers=0
export IMPL_drcViolationCount=0
export IMPL_tritoncts_num_buffers=3
export IMPL_drt_vias_per_instance=4.108
export IMPL_yosys_stat_seqShare_pct=39.68
export IMPL_status="completed"
export IMPL_cts_clk_slew_worst_paths_ps=80
export IMPL_rsz0062_at_grt="no"
export IMPL_ios=17
export IMPL_ir_worst_vdd_mv=0.2711
export IMPL_critical_path_data_required_time_ps=1680
export IMPL_worst_setup_path_end_kind="output pin"
export IMPL_die_x_extent_um=94
export IMPL_clk_latency_ps=260
export IMPL_report_final_slew_viol_count=0
export IMPL_postLayoutSetupSlackWorst_ps=386.2
export IMPL_hpwl_mm=1.648
export IMPL_worst_hold_path_type="reg2reg"
export IMPL_cts_buffer_depth=2
export IMPL_synth_edff_count=0
path summary, 6_finish.rpt:
path / end / start / cells past startpoint
max reg2reg: h2.stareCurenta[2] / h2.stareCurenta[1] / 6
max: Incarca / h2.INCARCA / 2
min: fdce.Q / h2.TXRDY / 2
min reg2reg: fdce.Q / h2.TXRDY / 2
final cells by class:
cell class / instances / area (µm²)
sequential: 22 / 440.4
timing repair buffer: 20 / 190.2
fill: 563 / 3809
inverter: 4 / 15.01
clock buffer: 4 / 55.05
tap: 70 / 87.58
multi-input combinational: 93 / 608.1
through the flow:
step                cells  cell area (µm²)  utilization [%]
floorplan             128             1110                -
global placement      209             1341            25.77
detailed placement    209             1341            25.77
CTS                   213             1396            26.83
global route          213             1396            26.83
finish                213             1396            26.83
worst max-delay path, cell delays in order, from the launching register on:
cell,delay [ps]
dfxtp_1,320
buf_4,210
clkdlybuf4s50_1,500
metal layers:
layer | GRT usage (%) | wire length (µm) | vias to the layer above
li1 | - | - | 465
met1 | 5.706 | 947 | 397
met2 | 8.583 | 1097 | 11
met3 | 1.212 | 79 | 2
met4 | 1.013 | 21 | 0
met5 | 0 | 0 | -
registers in the layout, indices dropped and copies added, names as in the netlist, 3 cells and up:
| name | cells |
|---|---|
| R2.Q | 3 |
| c1.Count | 4 |
| R1.Q | 4 |
| h2.stareCurenta | 3 |
kinds of logic (layout without fill, tap and decap cells):
group | count (synthesis) | in the layout | share of synthesized area, %
and+or+nand+nor | 47 | 47 | 20.63
DFF | 22 | 22 | 39.68
AOI/OAI and AO/OA | 21 | 21 | 12.18
xor gates and xnor gates | 13 | 13 | 10.26
buffers and inverters | 13 | 28 | 5.523
muxes | 8 | 8 | 7.216
adders and majority gates | 4 | 4 | 4.510
where the power goes:
| group | switching (µW) | internal (µW) | total, µW |
|---|---|---|---|
| Sequential | 110 | 508 | 618 |
| Combinational | 230 | 268 | 498 |
| Clock | 133 | 167 | 300 |
placed cells by master (no fill, tap or decap), types with 2 or more instances in the layout:
cell	count
a31oi_1	2
clkbuf_8	4
clkdlybuf4s50_1	16
mux2i_1	8
o21a_1	2
a21oi_1	11
nand3_1	4
nand3b_1	4
nor2_1	24
inv_1	3
xor2_1	4
nor3_1	5
ha_1	4
buf_4	4
xnor2_1	9
dfxtp_1	22
nand2_1	3
No activity file was given, so power comes from the tool's default toggle rates.
